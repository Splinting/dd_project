==> /design/flow/run.sh <==
#!/bin/bash
# OpenROAD 26Q1-2900-gdf79404cd8, Yosys 0.63+post, stock flow scripts
make -C /OpenROAD-flow-scripts/flow DESIGN_CONFIG=/design/flow/config.mk WORK_HOME=/design/flow/orfs finish
==> /design/flow/config.mk <==
export PLATFORM = sky130hd
export DESIGN_NAME = seg_7
export DESIGN_NICKNAME = seg_7
export VERILOG_FILES = /design/flow/design.v
export SDC_FILE = /design/flow/constraint.sdc
export NUM_CORES = 4
export LEC_CHECK = 1
export CORE_UTILIZATION = 30
==> /design/flow/constraint.sdc <==
current_design seg_7

set clk_period 3.2
set clk_io_pct 0.2

create_clock -name clk0 -period $clk_period [get_ports {clk}]

set non_clock_inputs [all_inputs -no_clocks]
set_input_delay [expr $clk_period * $clk_io_pct] -clock clk0 $non_clock_inputs
set_output_delay [expr $clk_period * $clk_io_pct] -clock clk0 [all_outputs]
==> /design/flow/design.v <==
module seg_7 (input clk,
              rst,
              input [7:0]num_left,
              input [7:0]num_right,
              output reg [7:0]DIG,
              output reg [7:0]Y);
    wire[7:0] Y_left;
    wire[7:0] Y_right;
    wire [3:0]DIG_l;
    wire [3:0]DIG_r;
    seg seg_left(clk,rst,num_left,DIG_l,Y_left);
    seg seg_right(clk,rst,num_right,DIG_r,Y_right);
    reg [2:0]cnt;
    always@(posedge clk,posedge rst)begin
        if (rst)
            cnt <= 3'b000;
        else if (cnt == 3'b111)
            cnt <= 3'b000;
        else
            cnt <= cnt+1'b1;
    end
    always @(posedge clk,posedge rst) begin
        if (rst)begin
            Y   <= 8'b1100_0000;
            DIG <= 8'b0000_0000;
        end
        else if (cnt<3'b100)begin
            Y   <= Y_left;
            DIG[7:4]<=DIG_l;
            DIG[3:0]<=4'b0000;
        end
        else begin
            Y   <= Y_right;
            DIG[7:4]<=4'b0000;
            DIG[3:0]<=DIG_r;
        end
    end
endmodule
    module seg (input clk,
        rst,
        input [7:0]num,
        output reg[3:0]DIG,
        output reg[7:0]Y);
        wire one,ten,hun;
        bin_dec bd(clk,num,rst,one,ten,hun);
        reg [3:0]bcd_reg;
        reg [1:0]cnt;
        always@(posedge clk,posedge rst)begin
            if (rst)
                cnt <= 2'b00;
            else if (cnt == 2'b11)
                cnt <= 2'b00;
            else
                cnt <= cnt+1'b1;
        end
        always@(posedge clk,posedge rst)begin
            if (rst)begin
                bcd_reg <= 4'b0000;
            end
            else begin
                case(cnt)
                    2'b00:begin
                        bcd_reg <= one;
                        DIG     <= 4'b1110;
                    end
                    2'b01:begin
                        bcd_reg <= ten;
                        DIG     <= 4'b1101;
                    end
                    2'b10:begin
                        bcd_reg <= hun;
                        DIG     <= 4'b1011;
                    end
                    2'b11:begin
                        bcd_reg <= 4'b0000;
                        DIG     <= 4'b0111;
                    end
                    default:begin
                        bcd_reg <= 4'b0000;
                        DIG     <= 4'b0111;
                    end
                endcase
            end
        end
        always@(posedge clk,posedge rst)begin
            if (rst)
                Y <= 8'b1100_0000;
            else begin
                case(bcd_reg)
                    4'b0000:Y <= 8'b1100_0000;   
                    4'b0001:Y <= 8'b1111_1001;   
                    4'b0010:Y <= 8'b1010_0100;   
                    4'b0011:Y <= 8'b1011_0000;   
                    4'b0100:Y <= 8'b1001_1001;   
                    4'b0101:Y <= 8'b1001_0010;   
                    4'b0110:Y <= 8'b1000_0010;   
                    4'b0111:Y <= 8'b1111_1000;   
                    4'b1000:Y <= 8'b1000_0000;   
                    4'b1001:Y <= 8'b1001_0000;   
                    default:Y <= 8'b1100_0000;   
                endcase
            end
        end
    endmodule
        module bin_dec(clk,bin,rst,one,ten,hun);
            input  [7:0] bin;
            input        clk,rst;
            output [3:0] one,ten;
            output [1:0] hun;
            reg    [3:0] one,ten;
            reg    [1:0] hun;
            reg    [3:0] count;
            reg    [17:0]shift_reg = 18'b000000000000000000;
            always @ (posedge clk or posedge rst)
            begin
                if (rst)
                    count <= 0;
                else if (count == 9)
                    count <= 0;
                else
                    count <= count+1;
            end
            always @ (posedge clk or posedge rst)
            begin
                if (rst)
                    shift_reg = 0;
                else if (count == 0)
                    shift_reg = {10'b0000000000,bin};
                else if (count <= 8)               
                begin
                    if (shift_reg[11:8] >= 5)         
                    begin
                        if (shift_reg[15:12] >= 5) 
                        begin
                            shift_reg[15:12] = shift_reg[15:12]+2'b11;
                            shift_reg[11:8]  = shift_reg[11:8]+2'b11;
                            shift_reg        = shift_reg<<1;  
                        end
                        else
                        begin
                            shift_reg[15:12] = shift_reg[15:12];
                            shift_reg[11:8]  = shift_reg[11:8]+2'b11;
                            shift_reg        = shift_reg<<1;
                        end
                    end
                    else
                    begin
                        if (shift_reg[15:12] >= 5)
                        begin
                            shift_reg[15:12] = shift_reg[15:12]+2'b11;
                            shift_reg[11:8]  = shift_reg[11:8];
                            shift_reg        = shift_reg<<1;
                        end
                        else
                        begin
                            shift_reg[15:12] = shift_reg[15:12];
                            shift_reg[11:8]  = shift_reg[11:8];
                            shift_reg        = shift_reg<<1;
                        end
                    end
                end
                else begin
                    shift_reg = shift_reg;
                end
            end
            always @ (posedge clk or posedge rst)
            begin
                if (rst)
                begin
                    one <= 0;
                    ten <= 0;
                    hun <= 0;
                end
                else if (count == 9)  
                begin
                    one <= shift_reg[11:8];
                    ten <= shift_reg[15:12];
                    hun <= shift_reg[17:16];
                end
                else begin
                    one <= one;
                    ten <= ten;
                    hun <= hun;
                end
            end
        endmodule
==> results.txt <==
From the run reports.

- The count of warning messages emitted by the tools is 35.
- No sink is reached through more buffers than the 2 on the longest clock path.
- The number of standard cells reported by yosys is 331.
- The floorplan has 39 rows.
- The Yosys chip area is 3650 µm².
- The number of DRC violations after detailed-routing iteration 0 is 156.
- For this configuration, the core starts out at a cell density of 31.4%.
- The post-synth tally of flip-flops with integrated enable is 8.
- The register area share after synthesis is 53.2%.
- The detailed placer's ending HPWL reads 3.84 mm.
- The power per cell area reads 639 nW/µm².
- The worst reg-to-reg setup slack is 1240 ps.
- The total clock buffers created by CTS reads 9.
- After its last routability iteration, the placer logged a weighted congestion of 0.768.
- The share of post-route cells with drive strength above 1 reads 10.8%.
- The number of gates resized after CTS was 0.
- The cell sitting at the root of the clock tree is a sky130_fd_sc_hd__clkbuf_16.
- For this run, asynchronously set or reset flops after synthesis account for 89.5%.
- For this run, the total global-route usage over all layers was measured as 10.4%.
- Per the power-grid run, VDD falls by no more than 0.000235 V.
- The clock-pin slew on the worst setup and hold paths is 60 ps.
- STA puts the critical path data required time at 3420 ps.
- Each instance of the synthesized netlist takes up on average 11.0 µm².
- The met2 track demand over resource is 16.1%.
- The worst-margin pin slew reads 770 ps.
- Setup repair after global routing left no endpoint under its margin.
- For this run, global-route usage on met1 was measured as 15.7%.
- For this block, the routed nets add up to 5.73 mm of wire.
- The number of maximum-capacitance violations recorded for the run is 0.
- For this run, the detailed router's first-pass iteration total came to 15.
- In the hold timing report, the worst path depth is 0.
- The worst setup path is of the reg2reg kind.
- The first-pass GRT wire length reads 10.6 mm.
- The worst relative slew slack reads 48.6%.
- The final core area utilization is 37.1%.
- Max fanout on the critical path was recorded as 27.
- The floorplan step defined a die boundary enclosing 12600 µm².
- Clock latency on the worst-skew pair, taken at its later pin, is 330 ps.
- The number of global-route vias before repair reads 2355.
- The count of antenna diodes in the layout is 0.
- OpenROAD reports that the post-layout worst path occupies 61.4% of the period.
- The floorplan step set the die height to 112 µm.
- The leftover overflow at the end of global routing reads 0.
- Summing every instance area after synthesis gives 3650 µm².
- The launch point of the worst hold path is seg_left.bcd_reg[0].
- According to the hold report, the worst path is of the reg2reg type.
- The number of placed I/O pins is 34.
- The critical path endpoint category is a flip-flop.
- The fraction of met3 tracks used by global routing reads 2.48%.
- The detailed-route via count reads 2357.
- The total power of the final layout reads 2.75 mW.
- Entering global routing, the biggest net connects 33 pins.
- The number of fill cells in the layout is 1113.
- The dominant register cell reads sky130_fd_sc_hd__dfrtp_1.
- The count of clock tree sinks is 76.
- Subtracting the final worst setup slack from the clock period gives 1960 ps.
- The CTS tree is done.
- The number of warnings printed during yosys synthesis reads 6.
- The sort of element at the start of the critical path reads a flip-flop.
- The maximum clock frequency is 509 MHz.
- The worst flop-to-flop path startpoint reads seg_left.bd.count[0].
- The depth of the CTS H-tree is 3.
- The count of mapped cells out of synthesis is 331.
- The horizontal die dimension reads 112 µm.
- In this run the tool buffered the top-level ports with 29 buffer cells.
- The register bit count reported by yosys is 76.
- The routed wire length per instance reads 11.3 µm.
- The post-CTS setup buffer count reads 0.
- The count of cells along the worst register-to-register path is 4.
- In this run, post-CTS hold repair placed 0 buffers.
- The DRC violations left reads 0.
- After layout, the setup clock skew is reported as 7.99 ps.
- The remaining antenna violation count after routing reads 0.
- The number of distinct library cell variants in the gate-level netlist after synthesis reads 42.
- The worst reg2reg path endpoint reads seg_left.bd.shift_reg[11].
- The via density per instance reads 4.67.
- The final number of max-transition violations is 0.
- The total count of hold-check failures in the final report reads 0.
- The initial antenna violation count reads 0.
- Summed over all failing endpoints, the final setup total negative slack is 0 ps.
- After floorplanning, the core was sized to cover 11600 µm².
- The layer with the highest usage after global routing reads met2.
- For hold timing, the worst endpoint is seg_left.Y[4].
- The leakage component of the power is 1.90 nW.
- The area growth from synthesis to final layout is 18.0%.
- The worst path arrival time is 2180 ps.
- The total of endpoints with negative setup slack in the final report reads 0.
- The run finished with clean final reports.
==> kinds of logic (layout without fill, tap and decap cells) <==
kind of cell             count (synthesis)  count (layout)  share of synthesized area, %
AND/OR/NAND/NOR                         75              75                          11.6
buffers and inverters                   45              74                          6.58
flip-flops                              76              76                          53.2
multiplexers                            13              13                          3.88
XOR/XNOR                                 6               6                          1.44
AND-OR/OR-AND                           95              95                          16.6
other                                    2               4                         0.206
adder cells (fa/ha/maj)                 19              19                          6.48
==> worst max-delay path, stage by stage (launching register included) <==
cell	delay [ps]
sky130_fd_sc_hd__dfrtp_1	470
sky130_fd_sc_hd__or3_1	710
sky130_fd_sc_hd__nor2_1	240
sky130_fd_sc_hd__nor2_1	140
sky130_fd_sc_hd__a32o_1	290
==> final cells by class <==
class                      count  area (µm²)  area share [%]
sequential                    76        1940            45.1
clock inverter                 7        80.1            1.86
clock buffer                   9         225            5.23
tap                          143         179            4.15
inverter                      27         101            2.35
timing repair buffer          31         305            7.09
multi-input combinational    212        1470            34.2
==> worst max-delay path by stage <==
stage	depth (start not counted)	to	slack [ps]	start
CTS	4	seg_left.bd.shift_reg[15]	1250	seg_left.bd.count[0]
global route	4	seg_left.bd.shift_reg[11]	1090	seg_left.bd.count[3]
finish	4	seg_left.bd.shift_reg[11]	1240	seg_left.bd.count[0]
==> metal layers <==
metal  wire length (µm)  vias up
met2               2510       43
li1                   -     1196
met4                 76        0
met3                226        9
met5                  0        -
met1               2910     1109
==> cells in the mapped netlist, types with 2 or more instances <==
cell type                  instances  area share (%)
sky130_fd_sc_hd__o31ai_1           3            0.62
sky130_fd_sc_hd__a21oi_1          14             1.9
sky130_fd_sc_hd__nor3b_1           4            0.82
sky130_fd_sc_hd__clkbuf_1          5            0.51
sky130_fd_sc_hd__a211oi_1          2            0.41
sky130_fd_sc_hd__xnor2_1           6             1.4
sky130_fd_sc_hd__buf_4             7             1.4
sky130_fd_sc_hd__edfxtp_1          8             6.6
sky130_fd_sc_hd__and2_1            4            0.69
sky130_fd_sc_hd__dfrtp_1          68              47
sky130_fd_sc_hd__nor3_1            2            0.27
sky130_fd_sc_hd__o21ai_1          10             1.4
sky130_fd_sc_hd__nor2_1            9            0.93
sky130_fd_sc_hd__o22ai_1           4            0.69
sky130_fd_sc_hd__nor2b_1           5            0.86
sky130_fd_sc_hd__nand3b_1          2            0.41
sky130_fd_sc_hd__or2b_1            6             1.2
sky130_fd_sc_hd__o211ai_1         10             2.1
sky130_fd_sc_hd__nand2_1          20             2.1
sky130_fd_sc_hd__nand3_1           3            0.41
sky130_fd_sc_hd__or3_1             2            0.34
sky130_fd_sc_hd__mux2i_1           4             1.1
sky130_fd_sc_hd__inv_1            27             2.8
sky130_fd_sc_hd__nor2_2            2            0.34
sky130_fd_sc_hd__a211oi_2          4             1.4
sky130_fd_sc_hd__a32o_1            4             1.1
sky130_fd_sc_hd__nand2b_1         12             2.1
sky130_fd_sc_hd__buf_6             3            0.93
sky130_fd_sc_hd__o21ai_0          33             4.5
sky130_fd_sc_hd__a22oi_1           2            0.41
sky130_fd_sc_hd__conb_1            2            0.21
sky130_fd_sc_hd__a22o_1            8             1.9
sky130_fd_sc_hd__mux2_2            9             2.8
sky130_fd_sc_hd__and2_4            2            0.48
sky130_fd_sc_hd__ha_1             18             6.2
==> where the power goes <==
group | switching, mW | internal (mW)
Sequential | 0.105 | 1.09
Clock | 0.414 | 0.616
Combinational | 0.220 | 0.306
==> cell usage in the layout (no fill, tap or decap), types with 5 or more instances in the layout <==
| cell type | netlist | layout |
|---|---|---|
| sky130_fd_sc_hd__nand2_1 | 20 | 20 |
| sky130_fd_sc_hd__edfxtp_1 | 8 | 8 |
| sky130_fd_sc_hd__xnor2_1 | 6 | 6 |
| sky130_fd_sc_hd__clkbuf_16 | 0 | 9 |
| sky130_fd_sc_hd__nand2b_1 | 12 | 12 |
| sky130_fd_sc_hd__a22o_1 | 8 | 8 |
| sky130_fd_sc_hd__ha_1 | 18 | 18 |
| sky130_fd_sc_hd__o211ai_1 | 10 | 10 |
| sky130_fd_sc_hd__o21ai_1 | 10 | 10 |
| sky130_fd_sc_hd__mux2_2 | 9 | 9 |
| sky130_fd_sc_hd__clkdlybuf4s50_1 | 0 | 29 |
| sky130_fd_sc_hd__nor2b_1 | 5 | 5 |
| sky130_fd_sc_hd__inv_1 | 27 | 26 |
| sky130_fd_sc_hd__a21oi_1 | 14 | 14 |
| sky130_fd_sc_hd__or2b_1 | 6 | 6 |
| sky130_fd_sc_hd__dfrtp_1 | 68 | 68 |
| sky130_fd_sc_hd__nor2_1 | 9 | 9 |
| sky130_fd_sc_hd__o21ai_0 | 33 | 33 |
==> through the flow <==
step           instances  area, µm²  hold slack, ps  setup WS, ps
2_1_floorplan        333       3660             331           567
3_3_place_gp         489       4000             334          1300
3_5_place_dp         489       4000             336          1270
4_1_cts              505       4310             347          1250
5_1_grt              505       4310             367          1090
6_report             505       4310             345          1240
No activity file was given, so power comes from the tool's default toggle rates.
