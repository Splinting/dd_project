<file path="/design/flow/design.v">
`timescale 1ns / 1ps
module vga_sync
(
    input clk, rst,
    output reg [11:0] h_cnt,
    output reg [11:0] v_cnt,
    output hsync, vsync, active_flag
);
always @(posedge clk or posedge rst)
begin
    if(rst)
        h_cnt <= 12'd0;
    else if(h_cnt == 799)
        h_cnt <= 12'd0;
    else
        h_cnt <= h_cnt + 1;
end
assign hsync = (h_cnt < 96) ? 0 : 1;
always @(posedge clk or posedge rst)
begin
    if(rst)
        v_cnt <= 12'd0;
    else if(v_cnt == 524)
        v_cnt <= 12'd0;
    else if(h_cnt == 799)
        v_cnt <= v_cnt + 1;
    else
        v_cnt <= v_cnt;
end
assign vsync = (v_cnt < 2) ? 1'b0 : 1'b1;
assign active_flag = (h_cnt >= 144) && (h_cnt <= 624) && (v_cnt >= 35) && (v_cnt <= 515);
endmodule
</file>
<file path="/design/flow/run.sh">
#!/bin/bash
# OpenROAD 26Q1-2900-gdf79404cd8, Yosys 0.63+post, stock flow scripts
make -C /OpenROAD-flow-scripts/flow DESIGN_CONFIG=/design/flow/config.mk WORK_HOME=/design/flow/orfs finish
</file>
<file path="/design/flow/config.mk">
export PLATFORM = sky130hd
export DESIGN_NAME = vga_sync
export DESIGN_NICKNAME = vga_sync
export VERILOG_FILES = /design/flow/design.v
export SDC_FILE = /design/flow/constraint.sdc
export NUM_CORES = 4
export LEC_CHECK = 1
export CORE_AREA = 10 10 97 97
export DIE_AREA = 0 0 107 107
</file>
<file path="/design/flow/constraint.sdc">
current_design vga_sync

set clk_period 3.6
set clk_io_pct 0.2

create_clock -name clk0 -period $clk_period [get_ports {clk}]

set non_clock_inputs [all_inputs -no_clocks]
set_input_delay [expr $clk_period * $clk_io_pct] -clock clk0 $non_clock_inputs
set_output_delay [expr $clk_period * $clk_io_pct] -clock clk0 [all_outputs]
</file>
==> flow_summary.html <==
<h3>Flow metrics</h3>
<table>
<tr><th>Metric</th><th>Value</th></tr>
<tr><th colspan="2">Synthesis</th></tr>
<tr><td>Yosys reg bits</td><td>24</td></tr>
<tr><td>Syn. warnings</td><td>1</td></tr>
<tr><td>Asr flop ratio synth</td><td>100%</td></tr>
<tr><td>Distinct cells, synth</td><td>32</td></tr>
<tr><td>Largest area contributor in the netlist</td><td>sky130_fd_sc_hd__dfrtp_1</td></tr>
<tr><td>Yosys Chip Area</td><td>1350 sq um</td></tr>
<tr><td>Area fraction of the dominant cell type after synthesis</td><td>44.5%</td></tr>
<tr><td>Cells taking the most area after synthesis</td><td>sky130_fd_sc_hd__dfrtp_1 45%, sky130_fd_sc_hd__xnor2_1 5.2%, sky130_fd_sc_hd__nor2_1 5.0%</td></tr>
<tr><td>Instance count of the mapped netlist</td><td>140</td></tr>
<tr><td>Register area share after synthesis</td><td>44.5%</td></tr>
<tr><td>Main flop type after synthesis</td><td>sky130_fd_sc_hd__dfrtp_1</td></tr>
<tr><td>Area of the mapped netlist</td><td>1350 sq um</td></tr>
<tr><td>Avg Synthesized Cell Area</td><td>9.63 sq um</td></tr>
<tr><td>Count of instantiated cells in the yosys netlist</td><td>140</td></tr>
<tr><td>Number of synthesized flops with an enable pin</td><td>0</td></tr>
<tr><th colspan="2">Clock network</th></tr>
<tr><td>Number of buffers inserted by hold repair at cts</td><td>0</td></tr>
<tr><td>Root Driver</td><td>sky130_fd_sc_hd__clkbuf_8</td></tr>
<tr><td>Clock H-tree levels</td><td>1</td></tr>
<tr><td>Clock edge transition at the registers on the reported setup and hold paths</td><td>90 ps</td></tr>
<tr><td>Clock tree from TritonCTS</td><td>done</td></tr>
<tr><td>Post-CTS Repair Setup Buffers</td><td>0</td></tr>
<tr><td>CTS-repair resized insts</td><td>0</td></tr>
<tr><td>Latest clock arrival within the worst-skew pair</td><td>270 ps</td></tr>
<tr><td>Worst-case clock buffer depth</td><td>2</td></tr>
<tr><td>Number of clock sinks</td><td>24</td></tr>
<tr><td>CTS Buf Count</td><td>3</td></tr>
<tr><th colspan="2">Drt</th></tr>
<tr><td>Final antenna diode count</td><td>0</td></tr>
<tr><td>Vias after detailed routing</td><td>1122</td></tr>
<tr><td>DRC violations left</td><td>0</td></tr>
<tr><td>Pre-antenna DRT Iters</td><td>4</td></tr>
<tr><td>Initial DRC Count</td><td>57</td></tr>
<tr><td>Detail Route Antenna Nets</td><td>0</td></tr>
<tr><td>Final wirelength</td><td>3400 um</td></tr>
<tr><td>DR vias/cell</td><td>4.22</td></tr>
<tr><td>DR WL/cell</td><td>12.8 um</td></tr>
<tr><th colspan="2">Min path</th></tr>
<tr><td>Hold Crit Start</td><td>h_cnt[0]</td></tr>
<tr><td>Worst min path class</td><td>reg -&gt; reg</td></tr>
<tr><td>Worst hold stages</td><td>1</td></tr>
<tr><td>Worst hold endpoint</td><td>h_cnt[0]</td></tr>
<tr><th colspan="2">Placed design</th></tr>
<tr><td>DPL Wire Length</td><td>2520 um</td></tr>
<tr><td>Placement-stage worst setup slack</td><td>706 ps</td></tr>
<tr><td>GPL Wtd Cong</td><td>0.814</td></tr>
<tr><td>Number of port buffers</td><td>28</td></tr>
<tr><td>Cell total after placement</td><td>262</td></tr>
<tr><th colspan="2">Worst setup path</th></tr>
<tr><td>Reg2Reg Capture Point</td><td>v_cnt[11]</td></tr>
<tr><td>Standard cell with the maximum stage delay on the critical path</td><td>sky130_fd_sc_hd__clkdlybuf4s50_1</td></tr>
<tr><td>WS Path Type</td><td>reg -&gt; out</td></tr>
<tr><td>Crit path cell chain</td><td>ha_1 &gt; o41ai_1 &gt; a2111o_1 &gt; a2111oi_2 &gt; clkdlybuf4s50_1</td></tr>
<tr><td>Element type at the critical path start</td><td>flop</td></tr>
<tr><td>Data required time of the worst path</td><td>2880 ps</td></tr>
<tr><td>Maximum fanout count along the critical path</td><td>6</td></tr>
<tr><td>Beginning of the worst register-to-register path</td><td>h_cnt[0]</td></tr>
<tr><td>Count of cells along the worst register-to-register path</td><td>5</td></tr>
<tr><td>Delay of the slowest cell on the worst path</td><td>560 ps</td></tr>
<tr><td>Arrival time of data at the critical path endpoint</td><td>2530 ps</td></tr>
<tr><td>Worst setup EP type</td><td>output port</td></tr>
<tr><td>Reg2Reg Setup Slack</td><td>1370 ps</td></tr>
<tr><th colspan="2">Pwr</th></tr>
<tr><td>Pwr/cell area</td><td>285 nW/um^2</td></tr>
<tr><td>P_leak</td><td>0.751 nW</td></tr>
<tr><td>Maximum vdd ir drop</td><td>0.157 mV</td></tr>
<tr><th colspan="2">Global routing</th></tr>
<tr><td>Total routing resource utilization after global routing</td><td>6.18%</td></tr>
<tr><td>Sum of overflow across all layers after global routing</td><td>0</td></tr>
<tr><td>Number of global-route vias before repair</td><td>1068</td></tr>
<tr><td>Most utilized layer in the global route result</td><td>met2</td></tr>
<tr><td>Initial antenna violation count</td><td>0</td></tr>
<tr><td>Met3 track demand over resource in global routing</td><td>2.18%</td></tr>
<tr><td>Pin count of the biggest net entering global routing</td><td>25</td></tr>
<tr><td>Global-route track usage on met1</td><td>8.86%</td></tr>
<tr><td>Wire length of the first global-routing pass</td><td>5760 um</td></tr>
<tr><td>Met2 track demand over resource in global routing</td><td>9.17%</td></tr>
<tr><th colspan="2">Cells and area</th></tr>
<tr><td>Layout overhead on the synthesized area</td><td>33.6%</td></tr>
<tr><td>Fraction of final layout cells sized beyond drive strength 1</td><td>5.99%</td></tr>
<tr><td>Count of filler cells inserted in the layout</td><td>807</td></tr>
<tr><td>Most frequently placed logic cells in the final layout</td><td>28 x sky130_fd_sc_hd__clkdlybuf4s50_1, 24 x sky130_fd_sc_hd__dfrtp_1, 18 x sky130_fd_sc_hd__nor2_1</td></tr>
<tr><td>Post-layout util</td><td>24.7%</td></tr>
<tr><td>Filler-free cell count of the finished design</td><td>266</td></tr>
<tr><td>Most frequently placed logic cell in the final layout</td><td>sky130_fd_sc_hd__clkdlybuf4s50_1</td></tr>
<tr><th colspan="2">Timing</th></tr>
<tr><td>Hold violation count in the final report</td><td>0</td></tr>
<tr><td>Relative max-transition margin</td><td>51.8%</td></tr>
<tr><td>Highest achievable clock rate</td><td>0.307 GHz</td></tr>
<tr><td>Worst path setup slack after routing</td><td>346 ps</td></tr>
<tr><td>Least-Margin Pin Slew</td><td>724 ps</td></tr>
<tr><td>Max Transition Viols Final</td><td>0</td></tr>
<tr><td>Setup repair after global routing missed its margin</td><td>no</td></tr>
<tr><td>Final Cycle Share</td><td>90.4%</td></tr>
<tr><td>Final Setup Violations</td><td>0</td></tr>
<tr><td>Post-route clock skew</td><td>9.29 ps</td></tr>
<tr><td>Final worst path period need</td><td>3250 ps</td></tr>
<tr><td>Total Neg Setup Slack</td><td>0 ps</td></tr>
<tr><th colspan="2">Die</th></tr>
<tr><td>Total number of placement rows</td><td>31</td></tr>
<tr><td>Pre-Place Util</td><td>18.5%</td></tr>
<tr><td>Area of the core</td><td>7290 sq um</td></tr>
<tr><td>Die extent in x</td><td>107 um</td></tr>
<tr><td>Die height</td><td>107 um</td></tr>
<tr><td>Die area</td><td>11400 sq um</td></tr>
<tr><td>I/O pin cnt</td><td>29</td></tr>
<tr><th colspan="2">Run</th></tr>
<tr><td>Tool warning count</td><td>27</td></tr>
<tr><td>Maxcap violations</td><td>0</td></tr>
<tr><th colspan="2">Run status</th></tr>
<tr><td>Run status</td><td>finished, final reports clean</td></tr>
</table>
-- Yosys cell counts, drive strengths merged, types with 2 or more instances --
library cell and count:
a21oi 5, and3 5, and4 2, buf 2
clkbuf 4, dfrtp 24, ha 4, inv 6
mux2 3, mux2i 2, nand2 7, nand3 10
nand4 10, nor2 18, nor3 3, nor4 2
o21ai 4, or3 4, xnor2 8, xor2 5
-- where the power goes --
group	total, mW	internal, mW	switching (mW)
registers	0.269	0.269	0
logic	0.00714	0.00174	0.00539
clock network	0.238	0.149	0.0890
-- flip-flops by register name, indices dropped and copies added, names as in the netlist --
register,flops
h_cnt,12
v_cnt,12
-- worst max-delay path by stage --
stage | start | end | cells past startpoint
6_report | v_cnt[0] | active_flag | 5
5_1_grt | v_cnt[0] | active_flag | 5
4_1_cts | v_cnt[0] | active_flag | 5
-- layer usage --
| metal | wire length, um | part of all wire, % |
|---|---|---|
| met5 | 0 | 0 |
| met1 | 1700 | 50 |
| met2 | 1460 | 43 |
| met3 | 233 | 6.9 |
| met4 | 0 | 0 |
-- per-stage QoR --
stage	area, sq um	hold WS (ps)	power (mW)
floorplan	1350	471	0.279
global placement	1730	533	0.282
detailed placement	1730	543	0.283
CTS	1800	556	0.522
global route	1800	598	0.534
finish	1800	547	0.514
-- logic make-up after synthesis --
family / count (synthesis) / share of synthesized area (%)
AND-OR/OR-AND: 16 / 8.26
AND/OR/NAND/NOR: 66 / 27.2
multiplexers: 5 / 3.99
adder cells (fa/ha/maj): 4 / 3.71
flip-flops: 24 / 44.5
XOR/XNOR: 13 / 8.44
buffers and inverters: 12 / 3.90
-- cell type report --
class	count	area (sq um)	area share, %
clock inverter	1	30.0	1.67
timing repair buffer	29	288	16.0
sequential	24	601	33.3
inverter	6	22.5	1.25
clock buffer	3	41.3	2.29
multi-input combinational	104	696	38.6
tap	99	124	6.88
-- worst max-delay path, delay by kind of cell (launching register included) --
kind	cells	cell delay (ps)
adders and majority gates	1	320
buffers and inverters	1	560
AOI/OAI and AO/OA	3	960
DFF	1	430
No activity file was given, so power comes from the tool's default toggle rates.
