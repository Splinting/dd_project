<file path="/design/flow/design.v">
`timescale 1ns / 1ps
module clock_div(
    input clk, rst,
    output reg clk_out
    );
    parameter period = 4;
    parameter width = 1;
    reg [width-1:0] cnt;
    always @(posedge clk or posedge rst)
    begin
        if (rst) begin
            cnt <= 0;
            clk_out <= 0;
            end
        else
            if (cnt == ((period >> 1) - 1)) begin
                clk_out <= ~clk_out;
                cnt <= 0;
            end
            else begin
                cnt <= cnt + 1;
            end
    end
endmodule
`timescale 1ns / 1ps
module seg_functions(
    input sys_clk, rst, timer_en,
    input [13:0] steps,
    input [1:0]  game_status,
    output [7:0] seg_out,
    output [7:0] seg_en
);
reg [5:0] min = 0;
reg [5:0] sec = 0;
reg [31:0] nums = 0;
wire clk_a, clk_b, clk;
clock_div #(.period(1000), .width(10)) cda(sys_clk, rst, clk_a);
clock_div #(.period(1000), .width(10)) cdb(clk_a, rst, clk_b);
clock_div #(.period(100), .width(7)) cd(clk_b, rst, clk);
always @(posedge sys_clk or posedge rst)
begin
    if(rst)
    nums<=0;
    else begin
    nums[3:0] <= sec % 10;
    nums[7:4] <= sec / 10;
    nums[11:8] <= min % 10;
    nums[15:12] <= min / 10;
    nums[19:16] <= steps % 10;
    nums[23:20] <= (steps / 10) % 10;
    nums[27:24] <= (steps / 100) % 10;
    nums[31:28] <= steps / 1000;
    end
end
always @(posedge clk or posedge rst)
begin
    if (rst) begin
        min <= 0;
        sec <= 0;
    end
    else if(game_status==2'b00)begin
         min <= 0;
         sec <= 0;
    end
    else begin
        if (timer_en) begin
           if (sec == 59) begin
                min <= min + 1;
                sec <= 0;
           end 
           else sec <= sec + 1;
       end
    end
end
seg_tube st(nums, sys_clk, rst, seg_out, seg_en);
endmodule
`timescale 1ns / 1ps
module seg_tube(
    input [31:0] nums,
    input sys_clk, rst,
    output reg [7:0] seg_out,
    output reg [7:0] seg_en
);
    wire clk, clk_t;
    clock_div #(.period(100), .width(7)) cda(sys_clk, rst, clk_t);
    clock_div #(.period(100), .width(7)) cd(clk_t, rst, clk);
    reg [2:0] cnt = 0;
    reg [3:0] data = 0;
    always @(posedge clk or posedge rst)
    begin
        if (rst) begin 
            cnt <= 0;
            data <= 0;
            seg_en <= 8'b1111_1111;
        end
        else begin
            cnt <= cnt + 1;
            case(cnt)
                0: seg_en <= 8'b1111_1110;
                1: seg_en <= 8'b1111_1101;
                2: seg_en <= 8'b1111_1011;
                3: seg_en <= 8'b1111_0111;
                4: seg_en <= 8'b1110_1111;
                5: seg_en <= 8'b1101_1111;
                6: seg_en <= 8'b1011_1111;
                default: seg_en <= 8'b0111_1111;
            endcase
            case(cnt)
                6: data <= nums[31:28];
                5: data <= nums[27:24];
                4: data <= nums[23:20];
                3: data <= nums[19:16];
                2: data <= nums[15:12];
                1: data <= nums[11:8];
                0: data <= nums[7:4];
                default: data <= nums[3:0];
            endcase
            if (cnt == 2)
                case(data)
                    4'd0: seg_out<=8'b0100_0000;   
                    4'd1: seg_out<=8'b0111_1001;   
                    4'd2: seg_out<=8'b0010_0100;   
                    4'd3: seg_out<=8'b0011_0000;   
                    4'd4: seg_out<=8'b0001_1001;   
                    4'd5: seg_out<=8'b0001_0010;   
                    4'd6: seg_out<=8'b0000_0010;   
                    4'd7: seg_out<=8'b0111_1000;   
                    4'd8: seg_out<=8'b0000_0000;   
                    4'd9: seg_out<=8'b0001_0000;   
                    4'ha: seg_out=8'b0000_1000;   
                    4'hb: seg_out=8'b0000_0011;   
                    4'hc: seg_out=8'b0100_0110;   
                    4'hd: seg_out=8'b0010_0001;   
                    4'he: seg_out=8'b0000_0110;   
                    4'hf: seg_out=8'b0000_1110;   
                    default: seg_out <= 8'b1111_1111;
                endcase
            else
                case(data)
                    4'd0: seg_out<=8'b1100_0000;   
                    4'd1: seg_out<=8'b1111_1001;   
                    4'd2: seg_out<=8'b1010_0100;   
                    4'd3: seg_out<=8'b1011_0000;   
                    4'd4: seg_out<=8'b1001_1001;   
                    4'd5: seg_out<=8'b1001_0010;   
                    4'd6: seg_out<=8'b1000_0010;   
                    4'd7: seg_out<=8'b1111_1000;   
                    4'd8: seg_out<=8'b1000_0000;   
                    4'd9: seg_out<=8'b1001_0000;   
                    4'ha: seg_out=8'b0000_1000;   
                    4'hb: seg_out=8'b0000_0011;   
                    4'hc: seg_out=8'b0100_0110;   
                    4'hd: seg_out=8'b0010_0001;   
                    4'he: seg_out=8'b0000_0110;   
                    4'hf: seg_out=8'b0000_1110;   
                    default: seg_out <= 8'b1111_1111;
                endcase
        end
    end
endmodule
</file>
<file path="/design/flow/run.sh">
#!/bin/bash
# OpenROAD 26Q1-2900-gdf79404cd8, Yosys 0.63+post, stock flow scripts
make -C /OpenROAD-flow-scripts/flow DESIGN_CONFIG=/design/flow/config.mk WORK_HOME=/design/flow/orfs finish
</file>
<file path="/design/flow/config.mk">
export PLATFORM = sky130hd
export DESIGN_NAME = seg_functions
export DESIGN_NICKNAME = seg_functions
export VERILOG_FILES = /design/flow/design.v
export SDC_FILE = /design/flow/constraint.sdc
export NUM_CORES = 4
export LEC_CHECK = 1
export CORE_UTILIZATION = 50
</file>
<file path="/design/flow/constraint.sdc">
current_design seg_functions

set clk_period 3.4
set clk_io_pct 0.2

create_clock -name clk0 -period $clk_period [get_ports {sys_clk}]

set non_clock_inputs [all_inputs -no_clocks]
set_input_delay [expr $clk_period * $clk_io_pct] -clock clk0 $non_clock_inputs
set_output_delay [expr $clk_period * $clk_io_pct] -clock clk0 [all_outputs]
</file>
==> GITHUB_STEP_SUMMARY <==
## Synthesis and layout report

| Metric | Value |
|---|---|
| Fin. max-slew vios | 0 |
| First-pass GRT wire length | 57,620 µm |
| Post-synthesis cell type count | 119 |
| Die area | 23,720 µm² |
| Critical Path AT | 6.69 ns |
| Syn-to-layout area delta | 53.85% |
| Clock Path Buffers | 2 |
| Max-area cell share | 20.57% |
| RR Endpoint | cda.clk_out |
| Power share of the sequential group | 8.1% |
| Placement Cell Area | 15,520 µm² |
| Cell area after synthesis | 11,550 µm² |
| FF+latch count, synth | 111 |
| AND-OR/OR-AND Cells, Area Fraction | 29.36% |
| Mapped Avg Cell Area | 7.920 µm² |
| Endpoints left unconstrained | 100 |
| Final Hold Viols | 0 |
| WP data required | 3.59 ns |
| M1 GR Usage | 43.09% |
| Yosys simple share | 25.32% |
| Count of library flops with an enable pin | 8 |
| Largest net degree at the start of global routing | 59 |
| Hold Path Depth | 1 |
| Worst setup margin | -3.106 ns |
| Routed vias | 13,050 |
| Htree depth | 2 |
| Initial antenna violation count | 0 |
| Die Y | 154.0 µm |
| Xor/xnor share | 7.796% |
| Vias/cell | 5.797 |
| CORE AREA | 22,640 µm² |
| Worst Max-Slew Pin Slew | 0.7677 ns |
| Synth area leader | dfrtp_1 |
| Post-DP HPWL | 26,410 µm |
| Worst-path maximum fanout | 7 |
| Global-route layer with the greatest usage | met2 |
| Logic family by area | AND-OR/OR-AND gates |
| R2R cell count | 5 |
| Sw power | 3.650 mW |
| Worst hold path type | reg2reg |
| Hold buffers post-CTS | 0 |
| Highest Clock Rate | 153.7 MHz |
| TritonRoute pass-1 iters | 7 |
| Top cells by area | dfrtp_1 21%, nor2_1 5.3%, xnor2_1 4.7%, ha_1 4.3%, nand2_1 4.0% |
| Clock power frac | 6.1% |
| Row count | 55 |
| CTS tree | built |
| Logic gate share of total power | 85.8% |
| Post-route cell area | 17,780 µm² |
| Maximum vdd drop | 322.9 µV |
| Sw Share | 44.67% |
| Number of cells in Yosys stat | 1,459 |
| Worst-Skew Late Latency | 0.29 ns |
| Post-Synthesis Cells | 1,459 |
| Min-delay src | st.cda.cnt[6] |
| YS chip area | 11,550 µm² |
| Core Util at FP | 51.04% |
| Root Buffer | clkbuf_16 |
| Synth Area in Adders | 4.862% |
| Port bufs | 34 |
| Total gr overflow | 0 |
| Post-synth seq share | 24.47% |
| Reg2reg start | cda.cnt[0] |
| Fin crit share | 191.4% |
| GR Util met3 | 1.751% |
| DRT Wirelength | 35,730 µm |
| Final min period | 6.506 ns |
| Clock transition at path regs | 0.07 ns |
| Max-slew headroom | 48.28% |
| Synthesis warning total | 4 |
| Critical path launch point type | primary input |
| Crit. End Element | flop |
| Worst Setup Path Type | in2reg |
| Drt wl/cell | 15.87 µm |
| N_diodes | 0 |
| P_leak | 7.686 nW |
| Gpl congestion | 1.014 |
| Mux cell area share after synthesis | 3.368% |
| Failing checks | negative setup slack |
| Top_reg_cell synth | dfrtp_1 |
| # setup viols final | 13 |
| Power per cell area | 459.6 nW/µm² |
| DRC viols | 0 |
| Asr flop ratio synth | 92.79% |
| Top Ports | 35 |
| Grt met2 use | 49.87% |
| Pwr Total | 8.170 mW |
| Flop2flop setup slack | 1.83 ns |
| Tool warning count | 48 |
| Iteration-0 DRC Markers | 705 |
| All-Layer GR Usage | 29.88% |
| TritonCTS buffer count | 5 |
| Share of post-route cells with drive strength above 1 | 43.26% |
| Vias in the first global route | 12,140 |
| Max-capacitance violation count | 0 |
| RSZ-0062 raised after global routing | yes |
| Register pins left without a clock | 62 |
| Hold EP | st.cda.cnt[6] |
| Internal Power | 4.521 mW |
| Run status | finished, violations left |
| Die width | 154.0 µm |
| Layout Skew | 0.003224 ns |
| Detail Route Antenna Nets | 0 |
-- stage by stage --
| stage | hold WS [ns] | setup TNS [ns] | instances | util, % | setup slack (ns) |
|---|---|---|---|---|---|
| 6_report | 0.4769 | -33.32 | 2252 | 78.52 | -3.106 |
| 2_1_floorplan | 0.4425 | -34.52 | 1459 | - | -3.265 |
| 3_5_place_dp | 0.4622 | -44.08 | 2130 | 68.55 | -3.849 |
| 4_1_cts | 0.4758 | -32.33 | 2211 | 74.27 | -2.973 |
| 3_3_place_gp | 0.4595 | -43.26 | 2130 | 68.55 | -3.773 |
| 5_1_grt | 0.5158 | -36.29 | 2252 | 78.52 | -3.323 |
-- how the worst max path moves through the flow --
stage / start / end / cells after the start
6_report: steps[11] / nums[20] / 28
5_1_grt: steps[13] / nums[23] / 33
4_1_cts: steps[11] / nums[21] / 29
-- area by class of cell --
| class | count | area (µm²) |
|---|---|---|
| well taps | 285 | 356.6 |
| flip-flops and latches | 111 | 2828 |
| clock buffers | 5 | 125.1 |
| clock inverters | 3 | 21.27 |
| inverters | 50 | 193.9 |
| fillers | 1471 | 4863 |
| repair buffers | 579 | 4651 |
| multi-input cells | 1219 | 9602 |
-- sequential cells by signal (all words and copies together), names as in the netlist --
signal,flops
st.data,4
st.cda.clk_out,1
min,6
st.seg_out,8
st.cd.clk_out,1
cdb.clk_out,1
cd.cnt,7
st.seg_en,8
cd.clk_out,1
st.cd.cnt,7
cda.cnt,10
cdb.cnt,10
st.cnt,3
sec,6
cda.clk_out,1
nums,30
st.cda.cnt,7
-- kinds of logic after synthesis --
group / count (synthesis)
AND/OR/NAND/NOR: 570
AND-OR/OR-AND: 466
XOR/XNOR: 102
multiplexers: 35
flip-flops: 111
buffers and inverters: 129
adder cells (fa/ha/maj): 46
-- repair_timing --
action	in CTS	in global routing
gates resized	150	139
setup buffers	75	42
pin swaps	111	111
gates cloned	1	1
hold endpoints to repair	0	0
setup endpoints to repair	14	13
-- worst max-delay path: stages --
cell,delay (ns)
buf_6,0.10
nor2_4,0.10
inv_2,0.06
ha_4,0.24
nand3b_1,0.24
a211o_1,0.39
a2bb2oi_2,0.17
o221a_4,0.24
buf_6,0.12
nor3_4,0.31
and4_4,0.30
buf_6,0.10
a21oi_4,0.05
o211ai_1,0.20
buf_4,0.17
a41oi_4,0.14
o211a_1,0.27
buf_12,0.15
a21o_4,0.23
buf_4,0.13
a22oi_2,0.21
xnor2_2,0.17
or3_4,0.44
or3_1,0.37
a221o_1,0.34
a2111oi_4,0.33
nand4_1,0.23
buf_4,0.20
-- per-layer routing --
metal / share of wire [%] / vias to the layer above
li1: - / 6505
met1: 47 / 6163
met2: 47 / 329
met3: 3.7 / 57
met4: 2.3 / 0
met5: 0 / -
-- synthesized netlist by cell type, drive strengths merged, types with 18 or more instances --
cell type  count
nor2         165
nand2        125
o21ai        104
dfrtp         95
a21oi         93
xnor2         63
nand3         61
inv           47
clkbuf        46
ha            40
nor3          40
xor2          39
buf           33
nor4          28
a31oi         26
o211ai        26
mux2i         20
o31ai         20
a211oi        18
or3           18
-- power groups by stage --
stage / sequential [mW] / combinational [mW] / clock [mW]
4_1_cts: 0.663 / 6.26 / 0.514
5_1_grt: 0.664 / 7.57 / 0.539
6_report: 0.662 / 7.01 / 0.499
-- cells in the final DEF (no fill, tap or decap), drive strengths merged, types with 39 or more instances in the layout --
| cell type | n |
|---|---|
| xor2 | 39 |
| xnor2 | 63 |
| nand2 | 125 |
| buf | 549 |
| nor3 | 40 |
| a21oi | 93 |
| o21ai | 104 |
| nand3 | 61 |
| ha | 40 |
| dfrtp | 95 |
| inv | 47 |
| nor2 | 165 |
Power figures rest on the tool's default switching activity, not on a simulated workload.
